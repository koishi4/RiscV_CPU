### /design/flow/design.v
`timescale 1ns/1ps
module led_uart_mmio #(
    parameter integer UART_DIV = 868,
    parameter BTN_ACTIVE_LOW = 1'b1,
    parameter SW_ACTIVE_LOW = 1'b0,
    parameter SEG_ACTIVE_LOW = 1'b0,
    parameter SEG_AN_ACTIVE_LOW = 1'b0,
    parameter [7:0] SEG_AN_ENABLE = 8'hFF,
    parameter SEG_SCAN_EN = 1'b1,
    parameter integer SEG_SCAN_DIV = 50000,
    parameter integer SEG_UPDATE_DIV = 0
) (
    input  clk,
    input  rst_n,
    input                mmio_req, 
    input                mmio_we, 
    input [32-1:0]  mmio_addr, 
    input [32-1:0]    mmio_wdata,
    output [32-1:0]    mmio_rdata, 
    output                mmio_ready,
    output [16-1:0] led_out,
    output [7:0] seg0,
    output [7:0] seg1,
    output [7:0] seg_an,
    input  [4:0] btn_in,
    input  [7:0] sw_in,
    output uart_tx
);
    localparam [32-1:0] LED_ADDR       = 32'h4000_1000 + 32'h0000_0000;
    localparam [32-1:0] UART_TX_ADDR   = 32'h4000_1000 + 32'h0000_0004;
    localparam [32-1:0] UART_STAT_ADDR = 32'h4000_1000 + 32'h0000_0008;
    localparam [32-1:0] SEG_ADDR       = 32'h4000_1000 + 32'h0000_000C;
    localparam [32-1:0] BTN_ADDR       = 32'h4000_1000 + 32'h0000_0010;
    reg mmio_pending;
    reg mmio_we_d;
    reg [32-1:0] mmio_addr_d;
    reg [32-1:0] mmio_wdata_d;
    wire mmio_accept = mmio_req && !mmio_pending;
    wire mmio_fire = mmio_pending;
    wire mmio_wr = mmio_fire && mmio_we_d;
    wire mmio_rd = mmio_fire && !mmio_we_d;
    wire uart_write = mmio_wr && (mmio_addr_d == UART_TX_ADDR);
    reg [16-1:0] led_reg;
    reg [31:0] seg_val_reg;
    reg [31:0] seg_pending;
    reg [32-1:0] mmio_rdata_reg;
    reg uart_busy;
    reg [9:0] uart_shift;
    reg [3:0] uart_bits_left;
    reg [15:0] uart_div_cnt;
    reg [31:0] seg_scan_cnt;
    reg [2:0] seg_digit_idx;
    reg [31:0] seg_update_cnt;
    reg [7:0] seg0_reg;
    reg [7:0] seg1_reg;
    reg [7:0] seg_an_reg;
    wire seg_scan_tick = SEG_SCAN_EN && (seg_scan_cnt == 32'd0);
    wire [4:0] btn_sample = BTN_ACTIVE_LOW ? ~btn_in : btn_in;
    wire [7:0] sw_sample = SW_ACTIVE_LOW ? ~sw_in : sw_in;
    function automatic [6:0] hex_to_seg(input [3:0] nibble);
        begin
            case (nibble)
                4'h0: hex_to_seg = 7'h3F;
                4'h1: hex_to_seg = 7'h06;
                4'h2: hex_to_seg = 7'h5B;
                4'h3: hex_to_seg = 7'h4F;
                4'h4: hex_to_seg = 7'h66;
                4'h5: hex_to_seg = 7'h6D;
                4'h6: hex_to_seg = 7'h7D;
                4'h7: hex_to_seg = 7'h07;
                4'h8: hex_to_seg = 7'h7F;
                4'h9: hex_to_seg = 7'h6F;
                4'hA: hex_to_seg = 7'h77;
                4'hB: hex_to_seg = 7'h7C;
                4'hC: hex_to_seg = 7'h39;
                4'hD: hex_to_seg = 7'h5E;
                4'hE: hex_to_seg = 7'h79;
                4'hF: hex_to_seg = 7'h71;
                default: hex_to_seg = 7'b0000000;
            endcase
        end
    endfunction
    always @(posedge clk or negedge rst_n) begin
        if (!rst_n) begin
            led_reg <= {16{1'b0}};
            seg_val_reg <= 32'h0000_0000;
            seg_pending <= 32'h0000_0000;
            mmio_pending <= 1'b0;
            mmio_we_d <= 1'b0;
            mmio_addr_d <= {32{1'b0}};
            mmio_wdata_d <= {32{1'b0}};
            uart_busy <= 1'b0;
            uart_shift <= 10'h3FF;
            uart_bits_left <= 4'd0;
            uart_div_cnt <= 16'd0;
            seg_scan_cnt <= 32'd0;
            seg_digit_idx <= 3'd0;
            seg_update_cnt <= 32'd0;
            seg0_reg <= 8'b0000_0000;
            seg1_reg <= 8'b0000_0000;
            seg_an_reg <= 8'b0000_0000;
        end else begin
            if (mmio_accept) begin
                mmio_pending <= 1'b1;
                mmio_we_d <= mmio_we;
                mmio_addr_d <= mmio_addr;
                mmio_wdata_d <= mmio_wdata;
            end else if (mmio_fire) begin
                mmio_pending <= 1'b0;
            end
            if (mmio_wr && (mmio_addr_d == LED_ADDR)) begin
                led_reg <= mmio_wdata_d[16-1:0];
            end else if (mmio_wr && (mmio_addr_d == SEG_ADDR)) begin
                seg_pending <= mmio_wdata_d;
            end
            if (uart_write && !uart_busy) begin
                uart_shift <= {1'b1, mmio_wdata_d[7:0], 1'b0};
                uart_bits_left <= 4'd10;
                uart_div_cnt <= UART_DIV - 16'd1;
                uart_busy <= 1'b1;
            end else if (uart_busy) begin
                if (uart_div_cnt == 16'd0) begin
                    uart_shift <= {1'b1, uart_shift[9:1]};
                    if (uart_bits_left == 4'd1) begin
                        uart_bits_left <= 4'd0;
                        uart_busy <= 1'b0;
                    end else begin
                        uart_bits_left <= uart_bits_left - 1'b1;
                    end
                    uart_div_cnt <= UART_DIV - 16'd1;
                end else begin
                    uart_div_cnt <= uart_div_cnt - 1'b1;
                end
            end
            if (SEG_SCAN_EN) begin
                if (seg_scan_cnt == 32'd0) begin
                    seg_scan_cnt <= SEG_SCAN_DIV - 1;
                    seg_digit_idx <= seg_digit_idx + 1'b1;
                end else begin
                    seg_scan_cnt <= seg_scan_cnt - 1'b1;
                end
            end else begin
                seg_scan_cnt <= SEG_SCAN_DIV - 1;
                seg_digit_idx <= 3'd0;
            end
            if (SEG_UPDATE_DIV == 0) begin
                if (mmio_wr && (mmio_addr_d == SEG_ADDR)) begin
                    seg_val_reg <= mmio_wdata_d;
                end
                seg_update_cnt <= 32'd0;
            end else begin
                if (seg_update_cnt == 32'd0) begin
                    seg_update_cnt <= SEG_UPDATE_DIV - 1;
                    seg_val_reg <= seg_pending;
                end else begin
                    seg_update_cnt <= seg_update_cnt - 1'b1;
                end
            end
            if (SEG_SCAN_EN) begin
                if (seg_scan_tick) begin
                    seg_an_reg <= 8'b0000_0000;
                    seg0_reg <= 8'b0000_0000;
                    seg1_reg <= 8'b0000_0000;
                    case (seg_digit_idx)
                        3'd0: begin
                            seg_an_reg[0] <= 1'b1;
                            seg0_reg <= {1'b0, hex_to_seg(seg_val_reg[31:28])};
                        end
                        3'd1: begin
                            seg_an_reg[1] <= 1'b1;
                            seg0_reg <= {1'b0, hex_to_seg(seg_val_reg[27:24])};
                        end
                        3'd2: begin
                            seg_an_reg[2] <= 1'b1;
                            seg0_reg <= {1'b0, hex_to_seg(seg_val_reg[23:20])};
                        end
                        3'd3: begin
                            seg_an_reg[3] <= 1'b1;
                            seg0_reg <= {1'b0, hex_to_seg(seg_val_reg[19:16])};
                        end
                        3'd4: begin
                            seg_an_reg[4] <= 1'b1;
                            seg1_reg <= {1'b0, hex_to_seg(seg_val_reg[15:12])};
                        end
                        3'd5: begin
                            seg_an_reg[5] <= 1'b1;
                            seg1_reg <= {1'b0, hex_to_seg(seg_val_reg[11:8])};
                        end
                        3'd6: begin
                            seg_an_reg[6] <= 1'b1;
                            seg1_reg <= {1'b0, hex_to_seg(seg_val_reg[7:4])};
                        end
                        default: begin
                            seg_an_reg[7] <= 1'b1;
                            seg1_reg <= {1'b0, hex_to_seg(seg_val_reg[3:0])};
                        end
                    endcase
                end
            end else begin
                seg_an_reg <= SEG_AN_ENABLE;
                seg0_reg <= {1'b0, hex_to_seg(seg_val_reg[3:0])};
                seg1_reg <= {1'b0, hex_to_seg(seg_val_reg[7:4])};
            end
        end
    end
    always @(posedge clk or negedge rst_n) begin
        if (!rst_n) begin
            mmio_rdata_reg <= {32{1'b0}};
        end else if (mmio_accept && !mmio_we) begin
            if (mmio_addr == LED_ADDR) begin
                mmio_rdata_reg <= {{(32-16){1'b0}}, led_reg};
            end else if (mmio_addr == UART_STAT_ADDR) begin
                mmio_rdata_reg <= {31'b0, uart_busy};
            end else if (mmio_addr == SEG_ADDR) begin
                mmio_rdata_reg <= seg_pending;
            end else if (mmio_addr == BTN_ADDR) begin
                mmio_rdata_reg <= {19'b0, sw_sample, btn_sample};
            end else begin
                mmio_rdata_reg <= {32{1'b0}};
            end
        end
    end
    assign led_out = led_reg;
    wire [7:0] seg_an_masked = seg_an_reg & SEG_AN_ENABLE;
    assign seg0 = SEG_ACTIVE_LOW ? ~seg0_reg : seg0_reg;
    assign seg1 = SEG_ACTIVE_LOW ? ~seg1_reg : seg1_reg;
    assign seg_an = SEG_AN_ACTIVE_LOW ? ~seg_an_masked : seg_an_masked;
    assign uart_tx = uart_busy ? uart_shift[0] : 1'b1;
    assign mmio_rdata = mmio_rdata_reg;
    assign mmio_ready = mmio_fire;
endmodule
### /design/flow/run.sh
#!/bin/bash
# OpenROAD 26Q1-2900-gdf79404cd8, Yosys 0.63+post, stock flow scripts
make -C /OpenROAD-flow-scripts/flow DESIGN_CONFIG=/design/flow/config.mk WORK_HOME=/design/flow/orfs finish
### /design/flow/config.mk
export PLATFORM = sky130hd
export DESIGN_NAME = led_uart_mmio
export DESIGN_NICKNAME = led_uart_mmio
export VERILOG_FILES = /design/flow/design.v
export SDC_FILE = /design/flow/constraint.sdc
export NUM_CORES = 4
export LEC_CHECK = 1
export CORE_UTILIZATION = 50
### /design/flow/constraint.sdc
current_design led_uart_mmio

set clk_period 8.3
set clk_io_pct 0.2

create_clock -name clk0 -period $clk_period [get_ports {clk}]

set non_clock_inputs [all_inputs -no_clocks]
set_input_delay [expr $clk_period * $clk_io_pct] -clock clk0 $non_clock_inputs
set_output_delay [expr $clk_period * $clk_io_pct] -clock clk0 [all_outputs]
==> results.txt <==
Notes on the physical implementation.

- The OpenROAD warning count is 72, for reference.
- The synthesized netlist devotes 13.57% of its cell area to simple gates.
- The number of remaining DRC errors is 0, for reference.
- After global routing the overflow that remains totals 0.
- The number of filler instances in the final layout is 2055, for reference.
- The clock tree buffer depth is 3, for reference.
- The standby leakage power is 0.007108 uW, for reference.
- The analysis reports a worst IR drop on VDD of 211.9 uV.
- Warnings reported by Yosys during synthesis add up to 1.
- The critical path capture point type is a register, for reference.
- After its last routability iteration, the placer logged a weighted congestion of 0.9166.
- The final report lists the setup-violating endpoint count as 0.
- The category of the critical setup timing path is in -> reg, for reference.
- The die boundary width is 165.0 um, for reference.
- The hold slack is 0.4714 ns, for reference.
- Between the synthesized netlist and the finished layout, the area growth was recorded as 21.25%.
- Entering global routing, the biggest net connects 97 pins.
- The routed via count is 9463, for reference.
- Detailed-route iteration 0 reported a violation count of 581.
- The worst min-delay path category is reg -> reg, for reference.
- The fmax is 0.2733 GHz, for reference.
- The category of the worst setup path launch point is an input pin, for reference.
- The number of antenna violations at the first check in global routing is 0, for reference.
- The total global-route track usage is 23.36%, for reference.
- The via count of the first global-routing pass is 9190, for reference.
- In this run, distinct cell masters in the synthesized netlist total 60.
- The first global-routing pass estimated 48060 um of wire.
- The mux cell area share after synthesis is 14.52%, for reference.
- Among all stages on the critical path, the maximum delay recorded is 0.47 ns.
- The remaining antenna violation count is 0, for reference.
- The I/O pin count is 155, for reference.
- The aggregate routed wire length is 29210 um, for reference.
- Once synthesis finished, the tally of register bits stood at 265.
- The average instance in the mapped netlist occupies 11.17 sq um.
- STA puts the critical path data required time at 8.78 ns.
- The number of buffers inserted by hold repair at cts is 0, for reference.
- In this run the standard cell core region covers 0.02606 sq mm.
- The total die size is 0.02722 sq mm, for reference.
- The number of standard-cell rows in the floorplan is 59, for reference.
- The main logic family after synthesis is multiplexers, for reference.
- In the final run the clock tree shows a worst skew of 0.01105 ns.
- The post-layout period usage of the worst path is 44.08%, for reference.
- For this run, the leading register cell type out of synthesis is sky130_fd_sc_hd__dfrtp_1.
- The xor/xnor cell area share of the yosys netlist is 1.451%, for reference.
- The synth_stat.txt file lists the number of cells as 1189.
- The final period demand of the worst path is 3.659 ns, for reference.
- Data on the critical path arrives at its endpoint at 4.14 ns.
- The layout summary lists the proportion of cells stronger than drive strength 1 as 18.48%.
- The number of post-CTS setup repair buffers is 0, for reference.
- Summing every instance area after synthesis gives 0.01328 sq mm.
- The number of input and output port buffers inserted is 152, for reference.
- Summed over all failing endpoints, the final setup total negative slack is 0 ns.
- The number of failing hold endpoints at the final stage is 0, for reference.
- Per the CTS log, the maximum H-tree level is 1.
- Sequential cells were found to cover 50.01% of the synthesized design area.
- The run finished with clean final reports.
- For this configuration, the core starts out at a cell density of 50.97%.
- The most frequent cell on the critical path is sky130_fd_sc_hd__buf_4, for reference.
- The worst-skew pair later-pin latency is 0.55 ns, for reference.
- The worst slew margin relative to its limit is 46.65%, for reference.
- The cell count after synthesis came out at 1189.
- The die is 165.0 um tall.
- Pins over their slew limit in the final report were tallied at 0.
- Walking the worst path, the cells encountered are clkdlybuf4s50_1, or3b_2, buf_4, nand4b_1, or2_2, nor3_2, buf_4, a21o_1.
- Antenna repair during routing inserted a diode count of 0.
- The total clock buffers created by CTS is 30, for reference.
- Per the post-CTS timing run, clock transition at the registers of the reported paths is 0.06 ns.
- The proportion of register bits with asynchronous set or reset after synthesis is 100.0%, for reference.
- The number of detailed-route iterations in the first pass is 5, for reference.
- The TritonCTS clock tree is done, for reference.
- Setup repair after global routing left no endpoint under its margin.
- According to the dpl log, the detail-placed design has an HPWL of 20320 um.
- The largest fanout on the critical path is 33, for reference.
- CTS saw 265 sinks.
- The buffer type at the clock tree root is sky130_fd_sc_hd__clkbuf_16, for reference.
- The transition time of the tightest slew-check pin is 0.7800 ns, for reference.
- The routed via count divided by cell count is 5.606, for reference.
- Max-cap violations in this run came to 0.
- Counting flops with a built-in enable in the synthesized netlist gives 0.
- The post-cts resize count is 0, for reference.
- The compound-cell area share of the yosys netlist is 11.52%, for reference.
- Per the summary, power density relative to cell area is 174.2 mW/mm^2.
- The routed length per placed instance is 17.30 um, for reference.
- The post-synth area from yosys stat is 0.01328 sq mm, for reference.
- The cell with the largest stage delay on the worst path is sky130_fd_sc_hd__clkdlybuf4s50_1, for reference.
- The arithmetic-cell share of the synthesized area counting full adders, half adders and majority gates is 5.558%, for reference.
## metal layers
| layer | global-route usage [%] | wire (um) |
|---|---|---|
| met1 | 38.67 | 14200 |
| met2 | 34.35 | 12980 |
| met3 | 4.353 | 1520 |
| met4 | 3.253 | 505 |
| met5 | 0 | 0 |
## cell usage in the layout, fill, tap and decap left out, drive strengths merged, types with 10 or more instances in the layout
| master | n |
|---|---|
| mux2 | 155 |
| a221oi | 12 |
| ha | 59 |
| o21ai | 30 |
| or4 | 10 |
| clkdlybuf4s50 | 151 |
| clkinv | 10 |
| nor2 | 87 |
| nand2 | 76 |
| xnor2 | 18 |
| a21oi | 38 |
| a22oi | 16 |
| nor4 | 31 |
| dfrtp | 256 |
| buf | 17 |
| inv | 50 |
| nor3 | 34 |
| a211o | 14 |
| and2 | 15 |
| clkbuf | 44 |
| a22o | 20 |
| nor2b | 30 |
| a31oi | 21 |
| or3 | 11 |
| nand2b | 14 |
| nand3 | 12 |
## area by class of cell
class                   instances  area (sq um)  share of cell area (%)
well taps                     335         419.2                   2.603
flip-flops and latches        265          6643                   41.25
clock buffers                  44         883.3                   5.485
multi-input cells             815          6226                   38.66
clock inverters                11         98.84                  0.6138
inverters                      50         187.7                   1.165
repair buffers                168          1647                   10.22
## cell usage after synthesis (21+ instances only)
cell,n,area (sq um)
sky130_fd_sc_hd__nor2b_1,30,187.7
sky130_fd_sc_hd__mux2_2,155,1745
sky130_fd_sc_hd__a31oi_1,21,131.4
sky130_fd_sc_hd__inv_1,50,187.7
sky130_fd_sc_hd__nand2_1,76,285.3
sky130_fd_sc_hd__nor4_1,29,181.4
sky130_fd_sc_hd__ha_1,59,738.2
sky130_fd_sc_hd__nor2_1,87,326.6
sky130_fd_sc_hd__o21ai_0,30,150.1
sky130_fd_sc_hd__nor3_1,32,160.2
sky130_fd_sc_hd__clkbuf_1,38,142.6
sky130_fd_sc_hd__dfrtp_1,256,6406
sky130_fd_sc_hd__a21oi_1,38,190.2
## cells by family (layout without fill, tap and decap cells)
family	Yosys count	after routing
AND/OR/NAND/NOR	347	347
other	1	2
multiplexers	167	167
AND-OR/OR-AND	218	218
XOR/XNOR	22	22
buffers and inverters	110	273
flip-flops	265	265
adder cells (fa/ha/maj)	59	59
## critical path, delay by kind of cell
kind,cells,cell delay (ns)
and+or+nand+nor,4,1.33
AOI/OAI and AO/OA,1,0.15
buffers and inverters,3,0.99
## per-stage QoR
stage / instances / area, sq um / worst slack [ns] / power [uW] / utilization [%]
CTS: 1688 / 16100 / 4.639 / 2847 / 61.80
finish: 1688 / 16100 / 4.641 / 2806 / 61.80
floorplan: 1190 / 13290 / 4.726 / 1451 / -
global placement: 1633 / 15120 / 4.092 / 1550 / 58.03
detailed placement: 1633 / 15120 / 4.071 / 1550 / 58.03
global route: 1688 / 16100 / 4.494 / 2917 / 61.80
## power breakdown
part	switching (uW)	internal (uW)
combinational	60.3	81.6
sequential	41.6	1340
clock	516	766
## final timing paths
check                           cells past startpoint            endpoint              from  slack, ns
worst max-delay path                                8  mmio_rdata_reg[14]          mmio_req       4.64
worst min-delay path                                2       uart_shift[0]     uart_shift[0]       0.47
worst max register to register                      5       seg_an_reg[0]  seg_scan_cnt[15]       5.23
worst min register to register                      2       uart_shift[0]     uart_shift[0]       0.47
max in group asynchronous                           3       uart_shift[7]             rst_n       5.55
min in group asynchronous                           1     seg_pending[26]             rst_n       1.13
Power and IR drop assume default switching activity.

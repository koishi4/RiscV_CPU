### design/flow/config.mk
export PLATFORM = sky130hd
export DESIGN_NAME = mmio_fabric
export DESIGN_NICKNAME = mmio_fabric
export VERILOG_FILES = /design/flow/design.v
export SDC_FILE = /design/flow/constraint.sdc
export NUM_CORES = 4
export LEC_CHECK = 1
export CORE_AREA = 10 10 160 160
export DIE_AREA = 0 0 170 170
### design/flow/constraint.sdc
current_design mmio_fabric

set clk_period 8.1
set clk_io_pct 0.2

create_clock -name clk0 -period $clk_period

set non_clock_inputs [all_inputs -no_clocks]
set_input_delay [expr $clk_period * $clk_io_pct] -clock clk0 $non_clock_inputs
set_output_delay [expr $clk_period * $clk_io_pct] -clock clk0 [all_outputs]
### design/flow/design.v
`timescale 1ns/1ps
module mmio_decode(
    input  clk,
    input  rst_n,
    input                cpu_mem_req, 
    input                cpu_mem_we, 
    input [32-1:0]  cpu_mem_addr, 
    input [32-1:0]    cpu_mem_wdata,
    output [32-1:0]    cpu_mem_rdata, 
    output                cpu_mem_ready,
    output                ram_mem_req, 
    output                ram_mem_we, 
    output [32-1:0]  ram_mem_addr, 
    output [32-1:0]    ram_mem_wdata,
    input [32-1:0]    ram_mem_rdata, 
    input                ram_mem_ready,
    output                dma_mmio_req, 
    output                dma_mmio_we, 
    output [32-1:0]  dma_mmio_addr, 
    output [32-1:0]    dma_mmio_wdata,
    input [32-1:0]    dma_mmio_rdata, 
    input                dma_mmio_ready
);
    wire is_dma = ((cpu_mem_addr & 32'hFFFF_FFE0) == 32'h4000_0000);
    assign ram_mem_req   = cpu_mem_req && !is_dma;
    assign ram_mem_we    = cpu_mem_we && !is_dma;
    assign ram_mem_addr  = cpu_mem_addr;
    assign ram_mem_wdata = cpu_mem_wdata;
    assign dma_mmio_req   = cpu_mem_req && is_dma;
    assign dma_mmio_we    = cpu_mem_we && is_dma;
    assign dma_mmio_addr  = cpu_mem_addr;
    assign dma_mmio_wdata = cpu_mem_wdata;
    assign cpu_mem_rdata = cpu_mem_req ? (is_dma ? dma_mmio_rdata : ram_mem_rdata)
                                       : {32{1'b0}};
    assign cpu_mem_ready = cpu_mem_req && (is_dma ? dma_mmio_ready : ram_mem_ready);
endmodule
`timescale 1ns/1ps
module mmio_fabric(
    input  clk,
    input  rst_n,
    input                cpu_mem_req, 
    input                cpu_mem_we, 
    input [32-1:0]  cpu_mem_addr, 
    input [32-1:0]    cpu_mem_wdata,
    output [32-1:0]    cpu_mem_rdata, 
    output                cpu_mem_ready,
    output                ram_mem_req, 
    output                ram_mem_we, 
    output [32-1:0]  ram_mem_addr, 
    output [32-1:0]    ram_mem_wdata,
    input [32-1:0]    ram_mem_rdata, 
    input                ram_mem_ready,
    output                dma_mmio_req, 
    output                dma_mmio_we, 
    output [32-1:0]  dma_mmio_addr, 
    output [32-1:0]    dma_mmio_wdata,
    input [32-1:0]    dma_mmio_rdata, 
    input                dma_mmio_ready,
    output                io_mmio_req, 
    output                io_mmio_we, 
    output [32-1:0]  io_mmio_addr, 
    output [32-1:0]    io_mmio_wdata,
    input [32-1:0]    io_mmio_rdata, 
    input                io_mmio_ready
);
    wire is_io = ((cpu_mem_addr & 32'hFFFF_FFE0) == 32'h4000_1000);
    wire cpu_req_passthru = cpu_mem_req && !is_io;
    wire cpu_we_passthru  = cpu_mem_we && !is_io;
    wire [32-1:0] cpu_mmio_rdata;
    wire cpu_mmio_ready;
    mmio_decode u_mmio (
        .clk(clk),
        .rst_n(rst_n),
        .cpu_mem_req(cpu_req_passthru),
        .cpu_mem_we(cpu_we_passthru),
        .cpu_mem_addr(cpu_mem_addr),
        .cpu_mem_wdata(cpu_mem_wdata),
        .cpu_mem_rdata(cpu_mmio_rdata),
        .cpu_mem_ready(cpu_mmio_ready),
        .ram_mem_req(ram_mem_req),
        .ram_mem_we(ram_mem_we),
        .ram_mem_addr(ram_mem_addr),
        .ram_mem_wdata(ram_mem_wdata),
        .ram_mem_rdata(ram_mem_rdata),
        .ram_mem_ready(ram_mem_ready),
        .dma_mmio_req(dma_mmio_req),
        .dma_mmio_we(dma_mmio_we),
        .dma_mmio_addr(dma_mmio_addr),
        .dma_mmio_wdata(dma_mmio_wdata),
        .dma_mmio_rdata(dma_mmio_rdata),
        .dma_mmio_ready(dma_mmio_ready)
    );
    assign io_mmio_req   = cpu_mem_req && is_io;
    assign io_mmio_we    = cpu_mem_we && is_io;
    assign io_mmio_addr  = cpu_mem_addr;
    assign io_mmio_wdata = cpu_mem_wdata;
    assign cpu_mem_rdata = cpu_mem_req ? (is_io ? io_mmio_rdata : cpu_mmio_rdata)
                                       : {32{1'b0}};
    assign cpu_mem_ready = cpu_mem_req && (is_io ? io_mmio_ready : cpu_mmio_ready);
endmodule
### design/flow/run.sh
#!/bin/bash
# OpenROAD 26Q1-2900-gdf79404cd8, Yosys 0.63+post, stock flow scripts
make -C /OpenROAD-flow-scripts/flow DESIGN_CONFIG=/design/flow/config.mk WORK_HOME=/design/flow/orfs finish
==> deck_impl_summary.md <==
Key Metrics from the Run

Worst setup path
  • Worst setup SP type: input port
  • CP Data Required Time: 6480 ps
  • Worst setup EP type: output pin
  • Crit path arrival time: between 4000 and 5000 ps
  • Maximum net fanout on the critical path: 39
  • Setup Crit Path Kind: input port to output pin

Synthesis
  • Ys Warns: 0
  • Adder Area Share: 0%
  • Syn Inst Count: 327
  • MUX area fraction: a little over an eighth
  • Synth Area per Inst: approximately 7.6 um2
  • Post-synthesis cell type count: 19
  • Synth Cell Area: 0.00247 mm2
  • Yosys stat area: between 0.002 and 0.0025 mm2
  • Simple share: under 10%
  • Compound-gate portion of the synthesized area: between 10% and 20%
  • Yosys xor share: 0%
  • Top logic family: buffers and inverters
  • Seq/Total Area, Yosys: 0%
  • Cell count listed in synth_stat.txt: ~330

Route
  • Diode count: 0
  • WL final: roughly 12,000 um
  • # DRC: 0
  • Antenna Nets Post-Route: 0
  • Via/cell ratio: ~3.3
  • First-pass iteration count of the detailed router: 4
  • Routed WL per cell: about 18 um
  • Routed vias: between 2,000 and 2,500
  • Initial DRC Count: 35

Min path
  • Hold path endpoint: dma_mmio_wdata[23]
  • HP Start: cpu_mem_wdata[23]
  • Hold path depth: 0
  • Worst hold path type: input port to output pin

Pwr
  • Pwr Total: approximately 0.00015 W
  • PwrDens: between 40 and 50 mW/mm2
  • Peak supply drop: approximately 0.000012 V
  • Static leakage: 1.32 nW

Job
  • Tool warnings: 34
  • Number of max-cap violations: 0

Timing
  • Final hold vios: 0
  • Tmin final: 6440 ps
  • Max Slew Vio Count: 0
  • Least-Margin Pin Slew: just under 700 ps
  • Final setup vio count: 0
  • Fmax: 0.155 GHz
  • Setup TNS: 0 ps
  • Fin crit share: around four fifths
  • Setup WS post-layout: roughly 1700 ps
  • RSZ-0062 raised after global routing: no
  • Worst slew margin: 54.3%

Placement
  • Placed Area: 0.00377 mm2
  • PortBufs: roughly 250
  • Placer Congestion: 0.757
  • Inst Count DP: 648
  • Place WS: ~1500 ps
  • Post-DP HPWL: 10,000 um

Clocking
  • Post-CTS sizing: 0
  • Cts hold-fix bufs: 0
  • Postcts setup bufs: 0

Final layout
  • CLK BUF: 0
  • Post-route cell area: approximately 0.0038 mm2
  • Final cell count without fillers: 648
  • Top Layout Cells: clkdlybuf4s50_1, mux2i_1, a21oi_1
  • Flop area: 0 um2
  • P&R area growth vs syn: 52.5%
  • FFs & Latches: 0
  • Top cell excl fill/tap: clkdlybuf4s50_1
  • Share of post-route cells with drive strength above 1: about 5.2%

Floorplanning
  • Io pins: 398
  • # rows: between 50 and 60
  • Chip height: 170 um
  • Core area: 0.0220 mm2
  • Die area: about 0.029 mm2
  • Die Wd: 170 um
  • Initial Util: 11.3%

GRT
  • All-Layer GR Usage: ~7.3%
  • First-pass GRT wire length: around 16,000 um
  • Remaining Overflow, GRT: 0
  • Initial antenna violation count: 0
  • Vias in the first global route: ~2,300
  • Largest net degree at the start of global routing: between 40 and 50

Status
  • Status: finished, final reports clean
worst max-delay path by stage:
stage,startpoint,slack [ps],cells after the start,to
CTS,cpu_mem_addr[28],1540,7,dma_mmio_req
global route,cpu_mem_addr[28],1440,7,dma_mmio_req
finish,cpu_mem_addr[25],1660,7,dma_mmio_req
kinds of logic (layout without fill, tap and decap cells):
logic type      after synthesis  after routing
buf+inv                     212            253
compound gates               66             66
mux                          33             33
simple gates                 16             16
worst max-delay path, stage by stage:
cell	delay (ps)
clkdlybuf4s50_1	470
nor4_1	450
and4_2	530
buf_4	390
and2_4	600
nor3b_2	250
clkdlybuf4s50_1	510
where the power goes:
part	internal [W]	switching (W)
registers	0	0
clock network	0	0
logic	0.000114	0.0000401
total	0.000114	0.0000401
final cells by class:
type / count / area [um2]
fillers: 2456 / 18200
repair buffers: 252 / 2510
multi-input cells: 115 / 908
well taps: 280 / 350
inverters: 1 / 3.75
cells in the mapped netlist, drive strengths merged:
cell type | number | share of area [%]
clkinv | 1 | 0.15
nor4b | 1 | 0.61
nor2b | 1 | 0.25
a211oi | 33 | 12
and4 | 1 | 0.35
and3b | 1 | 0.35
nor3b | 1 | 0.51
and3 | 3 | 0.76
mux2i | 33 | 13
a21oi | 33 | 6.7
clkbuf | 4 | 0.76
buf | 207 | 62
nor2 | 2 | 0.30
and2 | 1 | 0.35
nor4 | 5 | 1.3
layer usage:
metal | global-route usage, % | share of wire [%] | vias to the layer above | wire (um)
li1 | - | - | 1013 | -
met1 | 8.20 | 38 | 894 | 4470
met2 | 12.5 | 47 | 172 | 5640
met3 | 3.22 | 12 | 39 | 1410
met4 | 1.91 | 3.0 | 0 | 357
met5 | 0 | 0 | - | 0
through the flow:
step | util (%) | hold WS [ps]
2_1_floorplan | - | 3300
3_3_place_gp | 17.2 | 3240
3_5_place_dp | 17.2 | 3240
4_1_cts | 17.2 | 3240
5_1_grt | 17.2 | 3240
6_report | 17.2 | 3240
Power figures rest on the tool's default switching activity, not on a simulated workload.

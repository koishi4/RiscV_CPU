**flow/run.sh**
```bash
#!/bin/bash
# OpenROAD 26Q1-2900-gdf79404cd8, Yosys 0.63+post, stock flow scripts
make -C /OpenROAD-flow-scripts/flow DESIGN_CONFIG=/design/flow/config.mk WORK_HOME=/design/flow/orfs finish
```
**flow/config.mk**
```make
export PLATFORM = sky130hd
export DESIGN_NAME = dma_engine
export DESIGN_NICKNAME = dma_engine
export VERILOG_FILES = /design/flow/design.v
export SDC_FILE = /design/flow/constraint.sdc
export NUM_CORES = 4
export LEC_CHECK = 1
export CORE_UTILIZATION = 50
```
**flow/constraint.sdc**
```tcl
current_design dma_engine

set clk_period 7.3
set clk_io_pct 0.2

create_clock -name clk0 -period $clk_period [get_ports {clk}]

set non_clock_inputs [all_inputs -no_clocks]
set_input_delay [expr $clk_period * $clk_io_pct] -clock clk0 $non_clock_inputs
set_output_delay [expr $clk_period * $clk_io_pct] -clock clk0 [all_outputs]
```
**flow/design.v**
```verilog
`timescale 1ns/1ps
module dma_engine #(
    parameter integer DMA_GAP_CYCLES = 0
)(
    input  clk,
    input  rst_n,
    input                mmio_req, 
    input                mmio_we, 
    input [32-1:0]  mmio_addr, 
    input [32-1:0]    mmio_wdata,
    output [32-1:0]    mmio_rdata, 
    output                mmio_ready,
    output                dma_mem_req, 
    output                dma_mem_we, 
    output [32-1:0]  dma_mem_addr, 
    output [32-1:0]    dma_mem_wdata,
    input [32-1:0]    dma_mem_rdata, 
    input                dma_mem_ready,
    output dma_irq
);
    localparam [32-1:0] DMA_SRC_ADDR  = 32'h4000_0000 + 32'h0000_0000;
    localparam [32-1:0] DMA_DST_ADDR  = 32'h4000_0000 + 32'h0000_0004;
    localparam [32-1:0] DMA_LEN_ADDR  = 32'h4000_0000 + 32'h0000_0008;
    localparam [32-1:0] DMA_CTRL_ADDR = 32'h4000_0000 + 32'h0000_000C;
    localparam [32-1:0] DMA_STAT_ADDR = 32'h4000_0000 + 32'h0000_0010;
    localparam [32-1:0] DMA_CLR_ADDR  = 32'h4000_0000 + 32'h0000_0014;
    localparam [2:0] STATE_IDLE      = 3'd0;
    localparam [2:0] STATE_READ      = 3'd1;
    localparam [2:0] STATE_READ_GAP  = 3'd2;
    localparam [2:0] STATE_WRITE     = 3'd3;
    localparam [2:0] STATE_WRITE_GAP = 3'd4;
    localparam integer DMA_GAP_INIT = (DMA_GAP_CYCLES > 0) ? (DMA_GAP_CYCLES - 1) : 0;
    reg [2:0] state;
    reg [2:0] state_n;
    reg read_req_d;
    reg write_req_d;
    reg [32-1:0] src_reg;
    reg [32-1:0] dst_reg;
    reg [32-1:0]   len_reg;
    reg              irq_en_reg;
    reg              done_reg;
    reg              err_reg;
    reg              irq_pending_reg;
    reg [32-1:0] cur_src;
    reg [32-1:0] cur_dst;
    reg [32-1:0]   cur_len;
    reg [32-1:0]   read_data;
    reg [32-1:0]   mmio_rdata_reg;
    reg [32-1:0] src_reg_n;
    reg [32-1:0] dst_reg_n;
    reg [32-1:0]   len_reg_n;
    reg              irq_en_reg_n;
    reg              done_reg_n;
    reg              err_reg_n;
    reg              irq_pending_reg_n;
    reg [32-1:0] cur_src_n;
    reg [32-1:0] cur_dst_n;
    reg [32-1:0]   cur_len_n;
    reg [32-1:0]   read_data_n;
    reg [31:0]        gap_cnt;
    reg [31:0]        gap_cnt_n;
    reg mmio_pending;
    reg mmio_we_d;
    reg [32-1:0] mmio_addr_d;
    reg [32-1:0] mmio_wdata_d;
    wire mmio_accept = mmio_req && !mmio_pending;
    wire mmio_fire = mmio_pending;
    wire mmio_wr = mmio_fire && mmio_we_d;
    wire mmio_rd = mmio_fire && !mmio_we_d;
    wire start_pulse = mmio_wr &&
                       (mmio_addr_d == DMA_CTRL_ADDR) &&
                       mmio_wdata_d[0];
    wire busy = (state != STATE_IDLE);
    wire addr_unaligned = (src_reg[1:0] != 2'b00) || (dst_reg[1:0] != 2'b00);
    wire len_unaligned  = (len_reg[1:0] != 2'b00);
    wire src_hits_mmio  = ((src_reg & 32'hFFFF_FFE0) == 32'h4000_0000);
    wire dst_hits_mmio  = ((dst_reg & 32'hFFFF_FFE0) == 32'h4000_0000);
    wire bad_param = addr_unaligned || len_unaligned || src_hits_mmio || dst_hits_mmio;
    wire mem_ready_read = dma_mem_ready && read_req_d;
    wire mem_ready_write = dma_mem_ready && write_req_d;
    always @(*) begin
        state_n = state;
        src_reg_n = src_reg;
        dst_reg_n = dst_reg;
        len_reg_n = len_reg;
        irq_en_reg_n = irq_en_reg;
        done_reg_n = done_reg;
        err_reg_n = err_reg;
        irq_pending_reg_n = irq_pending_reg;
        cur_src_n = cur_src;
        cur_dst_n = cur_dst;
        cur_len_n = cur_len;
        read_data_n = read_data;
        gap_cnt_n = gap_cnt;
        if (mmio_wr) begin
            if (mmio_addr_d == DMA_SRC_ADDR) begin
                src_reg_n = mmio_wdata_d;
            end else if (mmio_addr_d == DMA_DST_ADDR) begin
                dst_reg_n = mmio_wdata_d;
            end else if (mmio_addr_d == DMA_LEN_ADDR) begin
                len_reg_n = mmio_wdata_d;
            end else if (mmio_addr_d == DMA_CTRL_ADDR) begin
                irq_en_reg_n = mmio_wdata_d[1];
            end else if (mmio_addr_d == DMA_CLR_ADDR) begin
                if (mmio_wdata_d[0]) begin
                    done_reg_n = 1'b0;
                    irq_pending_reg_n = 1'b0;
                end
                if (mmio_wdata_d[1]) begin
                    err_reg_n = 1'b0;
                end
            end
        end
        if (start_pulse && !busy) begin
            cur_src_n = src_reg;
            cur_dst_n = dst_reg;
            cur_len_n = len_reg;
            if (len_reg == {32{1'b0}}) begin
                done_reg_n = 1'b1;
            end else if (bad_param) begin
                done_reg_n = 1'b1;
                err_reg_n = 1'b1;
            end else begin
                state_n = STATE_READ;
            end
        end
        case (state)
            STATE_IDLE: begin
            end
            STATE_READ: begin
                if (mem_ready_read) begin
                    read_data_n = dma_mem_rdata;
                    if (DMA_GAP_CYCLES > 0) begin
                        gap_cnt_n = DMA_GAP_INIT[31:0];
                        state_n = STATE_READ_GAP;
                    end else begin
                        state_n = STATE_WRITE;
                    end
                end
            end
            STATE_READ_GAP: begin
                if (gap_cnt == 32'd0) begin
                    state_n = STATE_WRITE;
                end else begin
                    gap_cnt_n = gap_cnt - 32'd1;
                end
            end
            STATE_WRITE: begin
                if (mem_ready_write) begin
                    if (cur_len <= 32'd4) begin
                        cur_len_n = {32{1'b0}};
                        done_reg_n = 1'b1;
                        state_n = STATE_IDLE;
                    end else begin
                        cur_len_n = cur_len - 32'd4;
                        cur_src_n = cur_src + 32'd4;
                        cur_dst_n = cur_dst + 32'd4;
                        if (DMA_GAP_CYCLES > 0) begin
                            gap_cnt_n = DMA_GAP_INIT[31:0];
                            state_n = STATE_WRITE_GAP;
                        end else begin
                            state_n = STATE_READ;
                        end
                    end
                end
            end
            STATE_WRITE_GAP: begin
                if (gap_cnt == 32'd0) begin
                    state_n = STATE_READ;
                end else begin
                    gap_cnt_n = gap_cnt - 32'd1;
                end
            end
            default: begin
                state_n = STATE_IDLE;
            end
        endcase
        if (done_reg_n && irq_en_reg_n) begin
            irq_pending_reg_n = 1'b1;
        end
    end
    always @(posedge clk or negedge rst_n) begin
        if (!rst_n) begin
            state <= STATE_IDLE;
            read_req_d <= 1'b0;
            write_req_d <= 1'b0;
            mmio_pending <= 1'b0;
            mmio_we_d <= 1'b0;
            mmio_addr_d <= {32{1'b0}};
            mmio_wdata_d <= {32{1'b0}};
            src_reg <= {32{1'b0}};
            dst_reg <= {32{1'b0}};
            len_reg <= {32{1'b0}};
            irq_en_reg <= 1'b0;
            done_reg <= 1'b0;
            err_reg <= 1'b0;
            irq_pending_reg <= 1'b0;
            cur_src <= {32{1'b0}};
            cur_dst <= {32{1'b0}};
            cur_len <= {32{1'b0}};
            read_data <= {32{1'b0}};
            gap_cnt <= 32'd0;
        end else begin
            read_req_d <= (state == STATE_READ);
            write_req_d <= (state == STATE_WRITE);
            if (mmio_accept) begin
                mmio_pending <= 1'b1;
                mmio_we_d <= mmio_we;
                mmio_addr_d <= mmio_addr;
                mmio_wdata_d <= mmio_wdata;
            end else if (mmio_fire) begin
                mmio_pending <= 1'b0;
            end
            state <= state_n;
            src_reg <= src_reg_n;
            dst_reg <= dst_reg_n;
            len_reg <= len_reg_n;
            irq_en_reg <= irq_en_reg_n;
            done_reg <= done_reg_n;
            err_reg <= err_reg_n;
            irq_pending_reg <= irq_pending_reg_n;
            cur_src <= cur_src_n;
            cur_dst <= cur_dst_n;
            cur_len <= cur_len_n;
            read_data <= read_data_n;
            gap_cnt <= gap_cnt_n;
        end
    end
    always @(posedge clk or negedge rst_n) begin
        if (!rst_n) begin
            mmio_rdata_reg <= {32{1'b0}};
        end else if (mmio_accept && !mmio_we) begin
            if (mmio_addr == DMA_SRC_ADDR) begin
                mmio_rdata_reg <= src_reg;
            end else if (mmio_addr == DMA_DST_ADDR) begin
                mmio_rdata_reg <= dst_reg;
            end else if (mmio_addr == DMA_LEN_ADDR) begin
                mmio_rdata_reg <= len_reg;
            end else if (mmio_addr == DMA_CTRL_ADDR) begin
                mmio_rdata_reg <= {30'b0, irq_en_reg, 1'b0};
            end else if (mmio_addr == DMA_STAT_ADDR) begin
                mmio_rdata_reg <= {29'b0, err_reg, done_reg, busy};
            end else begin
                mmio_rdata_reg <= {32{1'b0}};
            end
        end
    end
    assign mmio_rdata = mmio_rdata_reg;
    assign mmio_ready = mmio_fire;
    assign dma_mem_req = (state == STATE_READ) || (state == STATE_WRITE);
    assign dma_mem_we = (state == STATE_WRITE);
    assign dma_mem_addr = (state == STATE_READ) ? cur_src :
                          (state == STATE_WRITE) ? cur_dst : {32{1'b0}};
    assign dma_mem_wdata = read_data;
    assign dma_irq = irq_pending_reg;
endmodule
```
==> flow_summary.toml <==
# physical design summary
[worst_setup_path]
cp.arrival_ns = 2.68
crit_type = "reg2out"
critical_path.max_fanout = 19
required_ns = 5.84
reg2reg_depth = 10
end_kind = "primary output"
start_kind = "register"

[synthesis]
adder_share = 0.00361
ys_sh_simple = 0.162
top_cells_by_count = "dfrtp_1, mux2_2, nor2_1"
synthCells = 1603
ys_sh_aoi = 0.118
ys_ff = 363
top_logic_kind = "simple AND/OR/NAND/NOR gates"
ys_types = 69
top_cells_by_area = "dfrtp_1, mux2_2, nor2_1"
avgSynthCellArea_um2 = 10.8
yosys_warnings = 1
post-synth-top-count-cell = "dfrtp_1"
ys_sh_mux = 0.146
synth.cell_area_um2 = 17300
xor_area_frac = 0.0192
ys.flop_type = "dfrtp_1"
ys_async_sr_fraction = 1.00
ys_area_um2 = 17300
netlist.area_leader.share = 0.524
synth-edff-count = 0
synth_seq_share = 0.524
synth_area_leader_cell = "dfrtp_1"
ys_cells = 1603

[clocking]
cts.sinks = 363
root_buffer = "clkbuf_16"
path_clk_slew_ns = 0.05
h-tree-depth = 2
hold_buffers = 0
cts_buffers = 41
cts.repair.resized = 0
post_cts_buffers = 0
tritoncts = "done"
clock_latency_ns = 0.55
cts_buffer_depth = 3

[sta]
min_period_ns = 4.14
worst_pin_slew_ns = 0.874
fmax_mhz = 242
setup-violations-final = 0
period_used_share = 0.567
slew_violations = 0
finalHoldViolCount = 0
skew_ns = 0.0216
rsz0062_at_grt = "no"
relSlewSlack = 0.416
tns_ns = 0
fin_hold_ws_ns = 0.468

[pwr]
power_density_nw_per_um2 = 288
p_sw_w = 0.00183
p_leak_nw = 9.38
intPower_w = 0.00424
p_seq_frac = 0.415
power_frac_clock = 0.325
p_sw_frac = 0.302
pwr-share-comb = 0.261
ir_drop_mv = 0.300
p_total_w = 0.00607

[cells_and_area]
final_layout_size_suffix_gt1_frac = 0.172
design_area_um2 = 21100
seq_area_um2 = 9080
mi_logic_area_um2 = 7810
area_delta_synth_final_pct = 21.5
num-fill-cells = 2671

[routing]
vias_per_cell = 6.07
diodes = 0
totalWireLength_um = 48600
drtPass1Iterations = 6
dr_total_vias = 13700
post_drt_wl_per_cell_um = 21.5
drtIter0Drc = 1056
drc_errors = 0
ant_nets = 0

[global_route]
grt-ovfl-total = 0
use_met3 = 0.0829
antenna_found_initial = 0
grt_use_total = 0.292
use_met1 = 0.473
first_global_vias = 13400
use_met2 = 0.407
grt_pass1_wl_um = 76800
grt-busiest-layer = "met1"
grt_max_degree = 85

[floorplanning]
fp-utilization = 0.513
core_area_um2 = 33800
num_rows = 67
chipArea_um2 = 35400
die_w_um = 188
die_y_um = 188
ios = 201

[place]
port_buffers = 200
place_area_um2 = 19800
dp_hpwl_um = 33500
gp_congestion = 0.925

[hold_path]
min_path_type = "reg2reg"
whs_path_depth = 1

[run]
warning_count = 27
drv_cap = 0

[outcome]
status = "finished clean"
==> cell families (layout without fill, tap and decap cells) <==
family	after synthesis	in the layout
DFF	363	363
adders and majority gates	5	5
AOI/OAI and AO/OA	297	297
xor gates and xnor gates	38	38
muxes	229	229
buffers and inverters	114	323
and+or+nand+nor	557	557
==> cell type report <==
cell class,count,area share
Timing Repair Buffer,234,0.107
Clock inverter,8,0.00220
Inverter,17,0.00303
Clock buffer,64,0.0586
Sequential cell,363,0.431
Tap cell,448,0.0266
Multi-Input combinational cell,1126,0.371
==> per-layer routing <==
metal | wire, um | share of wire | vias up
met5 | 0 | 0 | -
met4 | 1210 | 0.025 | 0
met3 | 4490 | 0.093 | 88
met2 | 21000 | 0.43 | 551
met1 | 21800 | 0.45 | 6798
li1 | - | - | 6282
==> final timing paths <==
check	startpoint	endpoint	slack, ns
worst max register to register	cur_len[3]$_DFF_PN0_	cur_src[18]$_DFF_PN0_	3.70
min in group asynchronous	rst_n	gap_cnt[14]$_DFFE_PN0P_	0.92
worst min register to register	gap_cnt[31]$_DFFE_PN0P_	gap_cnt[31]$_DFFE_PN0P_	0.47
worst min-delay path	gap_cnt[31]$_DFFE_PN0P_	gap_cnt[31]$_DFFE_PN0P_	0.47
max in group asynchronous	rst_n	mmio_addr_d[14]$_DFFE_PN0P_	4.61
worst max-delay path	state[2]$_DFF_PN0_	dma_mem_we	3.16
==> metrics by stage <==
step | worst slack [ns] | util | std cells
2_1_floorplan | 4.06 | - | 1603
6_report | 3.16 | 0.623 | 2260
3_5_place_dp | 2.80 | 0.585 | 2188
4_1_cts | 3.12 | 0.623 | 2260
3_3_place_gp | 2.82 | 0.585 | 2188
5_1_grt | 2.95 | 0.623 | 2260
==> power by group through the flow <==
stage	registers [W]	logic (W)	clock network (W)
4_1_cts	0.00252	0.00158	0.00201
5_1_grt	0.00256	0.00174	0.00209
6_report	0.00252	0.00158	0.00197
==> cells in the final DEF (no fill, tap or decap), types with 46 or more instances in the layout <==
cell type	Yosys	final
nor4_1	47	46
clkdlybuf4s50_1	0	199
nor2_1	162	162
nand3_1	48	48
mux2_2	194	194
dfrtp_1	363	362
o21ai_0	73	73
nor3_1	66	65
a211oi_1	46	46
nand2_1	115	115
==> critical path, stage by stage, from the launching register on <==
cell	delay, ns
dfrtp_1	0.40
nand2b_1	0.62
buf_4	0.39
inv_1	0.14
and2_1	0.19
clkdlybuf4s50_1	0.41
Power is estimated from default activity; no workload was simulated.
